File: /design/flow/design.v
module TrafficLightController (
    input clk,
    input reset,
    input [11:0] IR_sensors,   
    input [3:0] sound_sensors,  
    output reg [23:0] traffic_lights  
);
    typedef enum reg [1:0] {FOUR_STAGE = 2'b00, TWO_STAGE = 2'b01, EMERGENCY = 2'b10} Mode;
    Mode mode;
    reg [3:0] counter;           
    reg [7:0] active_lights;     
    localparam RED    = 3'b100;
    localparam YELLOW = 3'b010;
    localparam GREEN  = 3'b001;
    always @(posedge clk or posedge reset) begin
        if (reset) begin
            counter <= 4'b0000;
            mode <= FOUR_STAGE;
            active_lights <= 8'b00000000;
            traffic_lights <= {8{RED}};  
        end else begin
            if (|sound_sensors) begin
                mode <= EMERGENCY;
            end else if (IR_sensors > 12'b111100000000) begin
                mode <= FOUR_STAGE;
            end else begin
                mode <= TWO_STAGE;
            end
            case (mode)
                FOUR_STAGE: begin
                    case (counter)
                        4'd0: active_lights <= 8'b00000001;  
                        4'd1: active_lights <= 8'b00000010;  
                        4'd2: active_lights <= 8'b00000100;  
                        4'd3: active_lights <= 8'b00010000;  
                    endcase
                    counter <= (counter + 1) % 4;
                end
                TWO_STAGE: begin
                    case (counter)
                        4'd0: active_lights <= 8'b10100000;  
                        4'd1: active_lights <= 8'b00001001;  
                        4'd2: active_lights <= 8'b01010000;  
                        4'd3: active_lights <= 8'b00000110;  
                    endcase
                    counter <= (counter + 1) % 4;
                end
                EMERGENCY: begin
                    casez (sound_sensors)
                        4'b1???: active_lights <= 8'b00000001;  
                        4'b01??: active_lights <= 8'b00000010;  
                        4'b001?: active_lights <= 8'b00000100;  
                        4'b0001: active_lights <= 8'b00010000;  
                    endcase
                end
            endcase
            traffic_lights <= {8{RED}};  
            for (int i = 0; i < 8; i = i + 1) begin
                if (active_lights[i]) begin
                    if (counter == 3)  
                        traffic_lights[i * 3 +: 3] <= YELLOW;
                    else
                        traffic_lights[i * 3 +: 3] <= GREEN;
                end
            end
        end
    end
endmodule
File: /design/flow/run.sh
#!/bin/bash
# OpenROAD 26Q1-2900-gdf79404cd8, Yosys 0.63+post, stock flow scripts
make -C /OpenROAD-flow-scripts/flow DESIGN_CONFIG=/design/flow/config.mk WORK_HOME=/design/flow/orfs finish
File: /design/flow/config.mk
export PLATFORM = sky130hd
export DESIGN_NAME = TrafficLightController
export DESIGN_NICKNAME = TrafficLightController
export VERILOG_FILES = /design/flow/design.v
export SDC_FILE = /design/flow/constraint.sdc
export NUM_CORES = 4
export LEC_CHECK = 1
export CORE_UTILIZATION = 30
File: /design/flow/constraint.sdc
current_design TrafficLightController

set clk_period 2.8
set clk_io_pct 0.2

create_clock -name clk0 -period $clk_period [get_ports {clk}]

set non_clock_inputs [all_inputs -no_clocks]
set_input_delay [expr $clk_period * $clk_io_pct] -clock clk0 $non_clock_inputs
set_output_delay [expr $clk_period * $clk_io_pct] -clock clk0 [all_outputs]
==> out/results.ini <==
[timing]
fin_skew_ps=4.86
setup_tns_ps=0
setup_violations=0
slew_headroom_pct=55.5
finalCritPeriodShare_pct=73.1
max_freq_mhz=489
rsz0062_at_grt=no
drv_slew=0
min_period_ps=2050
tightest_slew_ps=666
timing.final.hold_violations=0

[critical_path]
r2r_slack_ps=750
worst_setup_path_start_kind=flop
cp_max_fo=7
crit_type=flop to flop
rr_startpoint=counter[0]$_DFFE_PP0P_
endpoint_kind=flop
r2r_end=active_lights[6]$_DFFE_PP0P_
required_ps=2960
crit_arrival_ps=2210
r2r_cells=4

[routing]
ant_nets=0
diodes=0
via_count=882
viasPerCell=4.39
dr.pass1.iters=4
wl_um=2060
drc=0
drtIter0Drc=20
wire_per_inst_um=10.3

[die]
die_h_um=68.4
floorplan.core_util_pct=32.1
die_w_um=68.4
die_area_um2=4680
num_rows=23
ios=42
fp.coreArea_um2=4120

[placement]
place_congestion=0.890
portBuffers=41
dp.final_hpwl_um=1580
post_dp_cell_area_um2=1780

[power_and_ir_drop]
leakage_nw=0.835
intPower_uw=860
clkPwrFrac_pct=27.9
combPwrFrac_pct=23.4
netSwitchingFraction_pct=27.0
p_seq_share_pct=48.8
ir_drop_mv=0.226
p_sw_uw=318
power_density_nw_per_um2=634

[cts]
cts_root_buf=clkbuf_8
clock_sinks=33
cts_tree=done
cts_buffers=5
clock_path_buffers=2
cts_max_level=2
clk_latency_ps=280
post_cts_buffers=0
clk_pin_slew_ps=60
cts_resized=0
holdBufCountCts=0

[synthesis]
synth_seq_share_pct=63.2
synth.cell_area_um2=1320
yosys.cell_types.count=25
syn_inst=105
syn_avg_cell_area_um2=12.6
numSynthFlops=33
ys_area_um2=1320
yosys_warnings=1
yosysCellCount=105

[global_routing]
overflow=0
grt_use_total_pct=9.90
grt_pass1_wl_um=3350
grt_antenna_before_repair=0
grt_pass1_vias=773
grt_max_degree=34

[min_path]
hold_end=traffic_lights[2]$_DFF_PP1_
hp-class=flop to flop
hold_depth=1
min-delay-start=active_lights[0]$_DFFE_PP0P_

[layout]
area_delta_synth_final_pct=40.6
finish.instance_area_um2=1860
drive_gt1_share_pct=14.6

[outcome]
status=finished clean

[run]
warning_count=30
maxCapViolCount=0

==> final cells by class <==
cell class	count	area [µm²]
Fill cell	385	2260
Sequential cell	33	836
Multi-Input combinational cell	57	419
Timing Repair Buffer	42	418
Clock buffer	6	72.6
Tap cell	50	62.6
Inverter	11	41.3
Clock inverter	2	10.0
==> critical path, stage by stage (launching register included) <==
cell and delay (ps):
dfrtp_1 430, inv_1 110, ha_1 350, o41ai_4 700
mux2_4 350
==> power by group through the flow <==
stage / logic (mW) / clock network, mW / registers [mW]
CTS: 0.282 / 0.341 / 0.576
finish: 0.275 / 0.329 / 0.575
global route: 0.309 / 0.362 / 0.586
==> worst max-delay path by stage <==
stage                 startpoint                           end  slack (ps)
4_1_cts   counter[0]$_DFFE_PP0P_  active_lights[6]$_DFFE_PP0P_         740
6_report  counter[0]$_DFFE_PP0P_  active_lights[6]$_DFFE_PP0P_         750
5_1_grt   counter[0]$_DFFE_PP0P_  active_lights[2]$_DFFE_PP0P_         640
==> state kept, by name, indices dropped and copies added (netlist names) <==
| register | flops |
|---|---|
| active_lights | 7 |
| counter | 2 |
| mode | 3 |
| traffic_lights | 21 |
==> layer usage <==
| layer | vias up | global-route usage, % | wire [µm] |
|---|---|---|---|
| met1 | 411 | 11.9 | 848 |
| met2 | 37 | 17.6 | 1050 |
| li1 | 431 | - | - |
| met4 | 0 | 1.82 | 26 |
| met5 | - | 0 | 0 |
| met3 | 3 | 3.04 | 137 |
==> cells in the mapped netlist <==
cell type | number | area share, %
a211oi_1 | 1 | 0.57
a21oi_1 | 3 | 1.1
a32oi_1 | 1 | 0.66
and2_1 | 8 | 3.8
and2_2 | 1 | 0.57
and3_1 | 1 | 0.47
and4b_1 | 1 | 0.76
buf_4 | 3 | 1.7
clkbuf_1 | 1 | 0.28
dfrtp_1 | 25 | 47
dfstp_2 | 8 | 16
ha_1 | 6 | 5.7
inv_1 | 11 | 3.1
mux2_2 | 1 | 0.85
mux2_4 | 2 | 2.3
mux2i_1 | 5 | 3.8
nand2_1 | 6 | 1.7
nand4_1 | 1 | 0.47
nor2_1 | 10 | 2.8
nor2_2 | 1 | 0.47
nor3_1 | 2 | 0.76
nor4_1 | 3 | 1.4
o21ai_0 | 2 | 0.76
o41ai_4 | 1 | 2.1
xnor2_1 | 1 | 0.66
==> cells by family (layout without fill, tap and decap cells) <==
logic type | Yosys count | count (layout) | synth area share [%]
muxes | 8 | 8 | 6.91
and+or+nand+nor | 34 | 34 | 13.2
DFF | 33 | 33 | 63.2
adders and majority gates | 6 | 6 | 5.68
AOI/OAI and AO/OA | 8 | 8 | 5.20
buffers and inverters | 15 | 61 | 5.11
xor gates and xnor gates | 1 | 1 | 0.662
==> placed cells by master (no fill, tap or decap) <==
| cell type | netlist | routed |
|---|---|---|
| nor4_1 | 3 | 3 |
| buf_4 | 3 | 1 |
| and3_1 | 1 | 1 |
| dfstp_2 | 8 | 8 |
| ha_1 | 6 | 6 |
| o41ai_4 | 1 | 1 |
| inv_1 | 11 | 11 |
| nand2_1 | 6 | 6 |
| a32oi_1 | 1 | 1 |
| clkbuf_8 | 0 | 5 |
| nor2_1 | 10 | 10 |
| clkinv_2 | 0 | 2 |
| mux2_2 | 1 | 1 |
| a21oi_1 | 3 | 3 |
| and2_1 | 8 | 8 |
| and2_2 | 1 | 1 |
| o21ai_0 | 2 | 2 |
| dfrtp_1 | 25 | 25 |
| a211oi_1 | 1 | 1 |
| clkdlybuf4s50_1 | 0 | 41 |
| xnor2_1 | 1 | 1 |
| mux2_4 | 2 | 2 |
| mux2i_1 | 5 | 5 |
| nor3_1 | 2 | 2 |
| nand4_1 | 1 | 1 |
| and4b_1 | 1 | 1 |
| nor2_2 | 1 | 1 |
| clkbuf_1 | 1 | 1 |
==> metrics by stage <==
| step | utilization [%] | worst slack, ps | std cells | power [mW] | hold WS (ps) |
|---|---|---|---|---|---|
| detailed placement | 43.2 | 470 | 193 | 0.866 | 398 |
| global placement | 43.2 | 527 | 193 | 0.862 | 394 |
| global route | 45.2 | 636 | 201 | 1.26 | 421 |
| finish | 45.2 | 754 | 201 | 1.18 | 404 |
| CTS | 45.2 | 736 | 201 | 1.20 | 407 |
| floorplan | - | 893 | 105 | 0.728 | 375 |
Power is estimated from default activity; no workload was simulated.
